$ cat /design/flow/run.sh
#!/bin/bash
# OpenROAD 26Q1-2900-gdf79404cd8, Yosys 0.63+post, stock flow scripts
make -C /OpenROAD-flow-scripts/flow DESIGN_CONFIG=/design/flow/config.mk WORK_HOME=/design/flow/orfs finish
$ cat /design/flow/config.mk
export PLATFORM = sky130hd
export DESIGN_NAME = clock
export DESIGN_NICKNAME = clock
export VERILOG_FILES = /design/flow/design.v
export SDC_FILE = /design/flow/constraint.sdc
export NUM_CORES = 4
export LEC_CHECK = 1
export CORE_AREA = 10 10 95 95
export DIE_AREA = 0 0 105 105
$ cat /design/flow/constraint.sdc
current_design clock

set clk_period 6.2
set clk_io_pct 0.2

create_clock -name clk0 -period $clk_period [get_ports {c}]

set non_clock_inputs [all_inputs -no_clocks]
set_input_delay [expr $clk_period * $clk_io_pct] -clock clk0 $non_clock_inputs
set_output_delay [expr $clk_period * $clk_io_pct] -clock clk0 [all_outputs]
$ cat /design/flow/design.v
module clock(c, c2);
input c;
reg [25:0] l = 1;
output c2;
assign c2 = !l;
always @(posedge c) begin
	if (l == 2) l <= 0;
	else l <= l+1;
end
endmodule
module rom(clk, clk2, addr, instr);
input clk, clk2;
input [4:0] addr;
output [15:0] instr;
reg [15:0] instr = {4'd10,4'd0,8'd0};
always @(posedge clk) begin
		if (clk2) begin
			case (addr)	
				0: instr <= {4'b0000,4'd1,4'd1,4'd1};
				1: instr <= {4'b0000,4'd2,4'd1,4'd1};
				2: instr <= {4'b0000,4'd3,4'd2,4'd1};
				3: instr <= {4'b0000,4'd4,4'd3,4'd1};
				4: instr <= {4'b0000,4'd5,4'd4,4'd1};
				5: instr <= {4'd1,4'd6,4'd1,4'd2};
				6: instr <= {4'd4,4'd7,4'd5,4'd2};
				7: instr <= {4'd5,4'd8,4'd5,4'd3};
				8: instr <= {4'd6,4'd9,4'd5,4'd2};
				9: instr <= {4'd7,4'd10,4'd4,4'd3};
				10: instr <= {4'b1111,12'd3};
				11: instr <= {4'd8,4'd11,4'd0,4'd1}; 
				12: instr <= {4'd10,4'd0,8'd0};  
				13: instr <= {4'd8,4'd12,4'd2,4'd3};
				14: instr <= {4'd9,4'd3,4'd4,4'd9};  
				15: instr <= {4'b0000,4'd6,4'd6,4'd0};
				16: instr <= {4'b0000,4'd7,4'd7,4'd0};
				17: instr <= {4'b0000,4'd8,4'd8,4'd0};
				18: instr <= {4'b0000,4'd9,4'd9,4'd0};
				19: instr <= {4'b0000,4'd10,4'd10,4'd0};
				20: instr <= {4'b0000,4'd11,4'd11,4'd0};
				21: instr <= {4'b0000,4'd12,4'd12,4'd0};
				22: instr <= {4'b0000,4'd13,4'd13,4'd0};
				default: instr <= {4'd10,4'd0,8'd0};
			endcase
		end
end
endmodule
module cpu(clk, clk2, count, instr, led, DA, DOUT, DIN, RD, WR);
input clk, clk2;
input [15:0] instr;
output [7:0] led;
reg [7:0] led = 0;
output [4:0] count;
reg [4:0] count = 0;
output [15:0] DA;
	reg [15:0] DA =0;
output [15:0] DOUT;
	reg [15:0] DOUT;
input [15:0] DIN;
output RD;
	reg RD = 0;
output WR;
	reg WR = 0;
reg [3:0] DAtempWR;
reg stopPC = 0;
reg stopExe = 0;
reg [3:0] opCode;
reg [3:0] DAtempRD;
reg stopPC2 = 0;
always @(posedge clk) begin
			if (clk2) begin
				if ( RD && ( !stopPC2 || (stopPC && stopPC2) ) ) begin
					RD <= 0; WR <= 1; DA <= DAtempWR;
					stopPC2 = 0;
					case (opCode)	
						0: begin 
							if (DAtempRD[3] == 1) DOUT <= DIN - (~DAtempRD + 1);
							else DOUT <= DIN + DAtempRD;
						end
						1: DOUT <= DOUT + DIN;
						4: DOUT <= DOUT - DIN;
						5: DOUT <= DOUT & DIN;
						6: DOUT <= DOUT | DIN;
						7: DOUT <= DOUT ^ DIN;
						8: DOUT <= DIN;
						9: DOUT <= DIN;
					endcase
				end else begin
					stopExe = 0;
					WR <= 0;
				end
				if (!stopExe && !stopPC2 && (instr[15:12] == 'b0000)) begin
					stopPC = !stopPC;
					if (!RD) begin
						RD <= 1; WR <= 0;
						DA <= instr[7:4]; DAtempRD <= instr[3:0]; DAtempWR <= instr[11:8]; opCode <= instr[15:12];
					end
				end else if (stopPC) begin
					stopPC = 0;
					if(!stopPC2) stopExe = 1;
				end
				if (!stopExe && ( (instr[15] == 0 && (instr[14:12] == 1 || instr[14])) || instr[15:12] == 8 || instr [15:12] == 9 )) begin
					if (!RD) begin
						stopPC2 = 1;
						RD <= 1; WR <= 0;
						DA <= instr[7:4]; DAtempRD <= instr[3:0]; DAtempWR <= instr[11:8]; opCode <= instr[15:12];
					end
				end else if(stopPC2) stopExe = 1; 
				if (RD && stopPC2) begin
					DOUT <= DIN; stopPC = 1;
					if (opCode[3] == 0 && (opCode[2:0] == 1 || opCode[2])) DA <= DAtempRD;
					else if(opCode == 8) begin
						if (DAtempRD[3] == 1) DA <= DIN - (~DAtempRD + 1);
						else DA <= DIN + DAtempRD;
					end else begin
						DA <= DAtempWR;
						if (DAtempRD[3] == 1) DAtempWR <= DIN - (~DAtempRD + 1);
						else DAtempWR <= DIN + DAtempRD;
					end
				end					
				if (stopPC || stopPC2) count <= count;
				else begin
					if(instr[15:12] == 'b1111 && !stopExe) begin
						if (instr[11] == 1) count <= count - (~instr + 2);
						else count <= count + instr[11:0] - 1;
					end else count <= count + 1;
				end
				led <= instr[15:8];	
			end
end
endmodule
module main(clk, led);
input clk;
output [7:0] led;
wire clk2;
wire [15:0] instr;
wire [2:0] count;
wire [15:0] DOUT;
wire [15:0] DA;
wire [15:0] DIN;
wire WR, RD;
clock clock1 (clk, clk2);
rom rom1(clk, clk2, count, instr);
RAM16X1S ram0 (DIN[0], DA[0], DA[1], DA[2], DA[3], DOUT[0], clk, WR);
RAM16X1S ram1 (DIN[1], DA[0], DA[1], DA[2], DA[3], DOUT[1], clk, WR);
RAM16X1S ram2 (DIN[2], DA[0], DA[1], DA[2], DA[3], DOUT[2], clk, WR);
RAM16X1S ram3 (DIN[3], DA[0], DA[1], DA[2], DA[3], DOUT[3], clk, WR);
RAM16X1S ram4 (DIN[4], DA[0], DA[1], DA[2], DA[3], DOUT[4], clk, WR);
RAM16X1S ram5 (DIN[5], DA[0], DA[1], DA[2], DA[3], DOUT[5], clk, WR);
RAM16X1S ram6 (DIN[6], DA[0], DA[1], DA[2], DA[3], DOUT[6], clk, WR);
RAM16X1S ram7 (DIN[7], DA[0], DA[1], DA[2], DA[3], DOUT[7], clk, WR);
RAM16X1S ram8 (DIN[8], DA[0], DA[1], DA[2], DA[3], DOUT[8], clk, WR);
RAM16X1S ram9 (DIN[9], DA[0], DA[1], DA[2], DA[3], DOUT[9], clk, WR);
RAM16X1S ram10 (DIN[10], DA[0], DA[1], DA[2], DA[3], DOUT[10], clk, WR);
RAM16X1S ram11 (DIN[11], DA[0], DA[1], DA[2], DA[3], DOUT[11], clk, WR);
RAM16X1S ram12 (DIN[12], DA[0], DA[1], DA[2], DA[3], DOUT[12], clk, WR);
RAM16X1S ram13 (DIN[13], DA[0], DA[1], DA[2], DA[3], DOUT[13], clk, WR);
RAM16X1S ram14 (DIN[14], DA[0], DA[1], DA[2], DA[3], DOUT[14], clk, WR);
RAM16X1S ram15 (DIN[15], DA[0], DA[1], DA[2], DA[3], DOUT[15], clk, WR);
cpu cpu1(clk, clk2, count, instr, led, DA, DOUT, DIN, RD, WR);
endmodule
==> changes_impl.md <==
## Flow update

* Status: complete, no violations
* CTS clk-pin slew, worst paths at 90 ps
* CTS tree: yes
* Distinct lib cells used at 19
* Core Area at 6910 µm²
* Die Area at 11,000 µm²
* WP data required at 4960 ps
* Worst vdd ir at 0.0922 mV
* Std cell rows at 30
* Internal reg-to-reg setup slack at 4650 ps
* DP Cell Count at 210
* RD Place Congestion at 0.788
* Total wire length at 1.87 mm
* Post-synth ARST share at 0
* Die H at 105 µm
* DRT iter0 DRCs at 44
* EDFF count, synth at 0
* # hold bufs at CTS at 0
* Setup violators final at 0
* RSZ-0062 raised after global routing: false
* Drt drc at 0
* First-pass GRT wire length at 3.32 mm
* Final TNS setup at 0 ps
* Post_cts resized at 0
* CTS Root Cell: clkbuf_8
* H-tree depth at 1
* Final core occ at 0.191
* YS warnings at 1
* Final slew viol count at 0
* Simple Share, Synth at 0.303
* OpenROAD warning count at 27
* Period utilization at 0.486
* Final Non-Filler Cells at 214
* PortBufs at 1
* Fa+ha+maj area frac at 0.0336
* Number of I/O pins at 2
* # clock sinks at 26
* Worst Hold Class: reg -> reg
* Most flops, register: l
* YS chip area at 1120 µm²
* Syn Area/Cell at 9.90 µm²
* Hpwl dp at 1.31 mm
* Largest net degree at the start of global routing at 16
* LEAKAGE at 0.446 nW
* Max FFs per register at 26
* Global Route Usage Sum at 0.0347
* Syn Inst Count at 113
* Placed Instance Area at 1250 µm²
* Most used DFF post-synth: dfxtp_1
* Pwr/cell area at 231 nW/µm²
* Cell total in the yosys stat output at 113
* Yosys aoi share at 0
* Num CTS Buffers at 3
* Routed vias at 750
* Place WS at 3460 ps
* Post-synthesis cell area at 1120 µm²
* Top logic family: simple AND/OR/NAND/NOR gates
* N_diodes at 0
* GRT overflow at 0
* Slack of the critical path at 3190 ps
* CP cell instances: nor4_1, nand3_1, nor2_1, clkdlybuf4s50_1
* Die width at 105 µm
* Post-synth mux share at 0
* Slew at the pin closest to its max-slew limit at 414 ps
* CP max-delay cell: clkdlybuf4s50_1
* Yosys reg bits at 26
* Drt first pass iters at 4
* Top Registers: l (26)
* Area grow syn2layout at 18.0%
* Fillers at 757
* Critical Path Max Stage Delay at 470 ps
* Vias in the first global route at 690
* Final Critical Period at 3010 ps
* Initial antenna violation count at 0
* Post-DR vias/cell at 3.50
* DR WL/cell at 8.71 µm
* Clk buf depth at 2
* Max-Cap Viols at 0
* Antenna viol nets, final at 0
* FMAX at 0.332 GHz
* Critical-path maximum fanout at 5
* Starting Density at 0.162
* Final instance area at 1320 µm²
* Setup bufs post-CTS at 0
* Xor/xnor share at 0.188
* Slew margin rel. at 0.722
* Setup Skew at 7.99 ps
* Type of origin of the critical path: flop
* Final hold vios at 0
* Critical path type: reg -> out
* Layout cells sized above 1 at 0.0932
* Nature of the critical path endpoint: output port
* WHS at 467 ps
* Tot Pwr at 305 µW
* Post-synth seq share at 0.465
* Clock latency (worst-skew pair) at 270 ps
* Crit path DAT at 1770 ps
[final timing paths]
path          from     to  cells after the start
max          l[18]     c2                      4
max reg2reg   l[3]  l[13]                      4
min          l[25]  l[25]                      1
min reg2reg  l[25]  l[25]                      1
[placed cells by master (no fill, tap or decap)]
cell type and instances:
inv_1 3, nand2_1 10, and3_2 1, nor4_1 6
and3_1 3, clkbuf_8 3, bufinv_16 1, nor3_4 2
xnor2_1 17, nand4_4 1, and4_2 1, dfxtp_1 26
nand3_1 9, nor2_1 12, clkdlybuf4s50_1 1, nor2b_1 1
nor3_1 1, nand3_2 1, xor2_1 7, nand4_2 1
nand4_1 8, ha_1 3
[area by class of cell]
cell class                 instances  area, µm²  share of cell area
tap                               96        120              0.0910
timing repair buffer               1       10.0             0.00758
multi-input combinational         84        587               0.445
sequential                        26        520               0.394
inverter                           3       11.3             0.00853
clock inverter                     1       30.0              0.0227
clock buffer                       3       41.3              0.0313
[cells by family after synthesis]
logic type,after synthesis
buffers and inverters,3
and+or+nand+nor,57
xor gates and xnor gates,24
DFF,26
adders and majority gates,3
[synth_stat cells, drive strengths merged (3+ instances only)]
| master | n | share of area |
|---|---|---|
| and3 | 4 | 0.023 |
| nor4 | 6 | 0.034 |
| nor3 | 3 | 0.034 |
| nand3 | 10 | 0.049 |
| ha | 3 | 0.034 |
| dfxtp | 26 | 0.47 |
| xnor2 | 17 | 0.13 |
| nand4 | 10 | 0.075 |
| xor2 | 7 | 0.055 |
| inv | 3 | 0.010 |
| nor2 | 12 | 0.040 |
| nand2 | 10 | 0.034 |
[worst max-delay path: cells and delay by family, from the launching register on]
family / cells / cell delay, ps
buffers and inverters: 1 / 470
flip-flops: 1 / 360
AND/OR/NAND/NOR: 3 / 670
[layer usage]
| metal | part of all wire | wire [µm] | GRT usage | vias up |
|---|---|---|---|---|
| li1 | - | - | - | 408 |
| met1 | 0.57 | 1060 | 0.0541 | 335 |
| met2 | 0.40 | 741 | 0.0476 | 7 |
| met3 | 0.032 | 60 | 0.0112 | 0 |
| met4 | 0 | 0 | 0.000980 | 0 |
| met5 | 0 | 0 | 0 | - |
[power by group]
part            total [mW]  leakage, nW  switching [mW]  internal, mW
clock network        0.138       0.0357          0.0514        0.0863
registers            0.167        0.209               0         0.167
logic          0.000000201        0.201               0             0
total                0.305        0.446          0.0514         0.253
No activity file was given, so power comes from the tool's default toggle rates.
